==> /design/flow/design.v <==
module BP(
  clk,
  rst_n,
  in_valid,
  guy,
  in0,
  in1,
  in2,
  in3,
  in4,
  in5,
  in6,
  in7,
  out_valid,
  out
);
input             clk, rst_n;
input             in_valid;
input       [2:0] guy;
input       [1:0] in0, in1, in2, in3, in4, in5, in6, in7;
output reg        out_valid;
output reg  [1:0] out;
localparam MOV_STOP		= 2'd0;
localparam MOV_RIGHT	= 2'd1;
localparam MOV_LEFT		= 2'd2;
localparam MOV_JUMP		= 2'd3;
integer i;
reg in_flag;
reg [2:0] in_pos;
reg in_jump;
always @(*) begin
	in_flag <= |in0;
	in_pos <= 3'bx;
	case (1'b0) // synopsys parallel_case
		in0[0], in0[1] : in_pos <= 3'd0;
		in1[0], in1[1] : in_pos <= 3'd1;
		in2[0], in2[1] : in_pos <= 3'd2;
		in3[0], in3[1] : in_pos <= 3'd3;
		in4[0], in4[1] : in_pos <= 3'd4;
		in5[0], in5[1] : in_pos <= 3'd5;
		in6[0], in6[1] : in_pos <= 3'd6;
		in7[0], in7[1] : in_pos <= 3'd7;
	endcase
	in_jump <= in0[0] & in1[0] & in2[0] & in3[0] & in4[0] & in5[0] & in6[0] & in7[0];
end
reg [2:0] player;
wire [2:0] player_right = player + 3'd1;
wire [2:0] player_left = player - 3'd1;
reg flag [1:4];
reg [2:0] pos [1:4];
reg [1:0] ans [5:64];
reg [1:0] mov;
reg [2:0] player_next;
reg [2:0] target;
always @(*) begin
	target <= 3'd3;
	if (in_valid && in_flag) target <= in_pos;
	for (i = 1; i <= 4; i = i + 1) begin
		if (flag[i]) target <= pos[i];
	end
end
always @(*) begin
	if (!flag[4] && pos[4][0]) mov <= MOV_JUMP;
	else if (player == target) mov <= MOV_STOP;
	else if (player < target) mov <= MOV_RIGHT;
	else mov <= MOV_LEFT;
	if (!flag[4] && pos[4][0]) player_next <= player;
	else if (player == target) player_next <= player;
	else if (player < target) player_next <= player_right;
	else player_next <= player_left;
end
reg in_valid_last;
always @(posedge clk or negedge rst_n) begin
	if (!rst_n) in_valid_last <= 1'b0;
	else in_valid_last <= in_valid;
end
wire in_valid_begin = !in_valid_last && in_valid;
wire in_valid_end = in_valid_last && !in_valid;
reg [5:0] cnt;
always @(posedge clk or negedge rst_n) begin
	if (!rst_n) begin
		cnt <= 6'd0;
	end
	else begin
		if (in_valid_end) cnt <= 6'd1;
		else if (cnt) cnt <= cnt + 6'd1;
	end
end
always @(posedge clk) begin
	player <= 3'bx;  
	for (i = 1; i <= 4; i = i + 1) begin  
		flag[i] <= 1'bx;
		pos[i] <= 3'bx;
	end
	for (i = 5; i <= 64; i = i + 1) ans[i] <= 2'bx;  
	if (in_valid_begin) begin
		player <= guy;
		for (i = 2; i <= 4; i = i + 1) begin
			flag[i] <= 1'b0;
			pos[i][0] <= 1'b0;
		end
		flag[1] <= 1'b1;
		pos[1] <= guy;
	end
	else begin
		player <= player_next;
		for (i = 2; i <= 4; i = i + 1) begin
			flag[i] <= flag[i - 1];
			pos[i] <= pos[i - 1];
		end
		if (in_valid) begin
			if (in_flag && in_jump) begin
				flag[2] <= 1'b1;
				pos[2] <= in_pos;
				flag[1] <= 1'b0;
				pos[1][0] <= 1'b1;
			end
			else begin
				flag[1] <= in_flag;
				if (in_flag) pos[1] <= in_pos;
				else pos[1][0] <= 1'b0;
			end
		end
		else begin
			flag[1] <= 1'b0;
			pos[1][0] <= 1'b0;
		end
	end
	for (i = 6; i <= 64; i = i + 1) ans[i] <= ans[i - 1];
	ans[5] <= mov;
end
always @(*) begin
	out_valid <= 1'b0;
	out <= 2'b00;
	if (cnt) begin
		out_valid <= 1'b1;
		out <= ans[64];
	end
end
endmodule
==> /design/flow/run.sh <==
#!/bin/bash
# OpenROAD 26Q1-2900-gdf79404cd8, Yosys 0.63+post, stock flow scripts
make -C /OpenROAD-flow-scripts/flow DESIGN_CONFIG=/design/flow/config.mk WORK_HOME=/design/flow/orfs finish
==> /design/flow/config.mk <==
export PLATFORM = sky130hd
export DESIGN_NAME = BP
export DESIGN_NICKNAME = BP
export VERILOG_FILES = /design/flow/design.v
export SDC_FILE = /design/flow/constraint.sdc
export NUM_CORES = 4
export LEC_CHECK = 1
export CORE_UTILIZATION = 30
==> /design/flow/constraint.sdc <==
current_design BP

set clk_period 2.9
set clk_io_pct 0.2

create_clock -name clk0 -period $clk_period [get_ports {clk}]

set non_clock_inputs [all_inputs -no_clocks]
set_input_delay [expr $clk_period * $clk_io_pct] -clock clk0 $non_clock_inputs
set_output_delay [expr $clk_period * $clk_io_pct] -clock clk0 [all_outputs]
==> impl_metrics.csv <==
group,metric,value,unit
outcome,outcome,"finished with violations",
outcome,violations,"negative setup slack",
placement,dp_hpwl,3050,um
logic_synthesis,synth-main-ff-cell,"dfxtp_1",
worst_setup_path,worstPathRequired,3170,ps
logic_synthesis,synth_xor_xnor_area_share,0.00700,
final_timing,hold_viol_final,0,
final_timing,period_used_share,1.01,
logic_synthesis,area_leaders,"dfxtp_1, dfrtp_1, edfxtp_1",
cts,htree_levels,4,
final_timing,final_max_slew_viol_count,0,
min_path,hold_path_class,"flop to flop",
cts,cts_tree,"done",
floorplan,chipArea,13000,um^2
logic_synthesis,adder_share,0.0220,
worst_setup_path,cp_max_fo,3,
final_timing,maxSlewHeadroom,0.578,
logic_synthesis,compound_area_frac,0.0570,
flow_run,tool_warnings,28,
cts,clk_path_buf_depth,2,
logic_synthesis,async_reset_ff_frac,0.0479,
worst_setup_path,timing.rr.end,"player[2]$_DFFE_PP_",
global_routing,grt_pass1_wl,9270,um
worst_setup_path,reg2reg_slack,-10,ps
finish,syn2layout_area_growth,34.2,%
global_routing,grt_usage,0.0919,
worst_setup_path,critPathSlowestCell,"clkdlybuf4s50_1",
worst_setup_path,cp-startpoint,"in1[0]",
logic_synthesis,synth_top_area_share,0.725,
final_timing,fin_tns_setup,-28.4,ps
pwr,ir_drop,0.796,mV
detailed_routing,diodes,0,
worst_setup_path,r2r_start,"flag[1]$_SDFF_PP1_",
final_timing,fin_skew,3.77,ps
logic_synthesis,synthSimpleGateAreaFrac,0.0890,
worst_setup_path,r2r_cells,10,
detailed_routing,wirelength,5490,um
final_timing,fmax,0.341,GHz
detailed_routing,drc,0,
finish,layout_top_cells,"dfxtp_1, buf_4, clkbuf_16, inv_1, clkdlybuf4s50_1",
worst_setup_path,cp.arrival,3200,ps
placement,io_buffer_count,24,
detailed_routing,post_drt_wl_per_cell,10.8,um
cts,cts.clk_slew.worst_paths,60,ps
worst_setup_path,crit_end,"player[2]$_DFFE_PP_",
logic_synthesis,syn_inst,262,
worst_setup_path,worstSetupStartpointType,"input pin",
placement,gp_congestion,0.807,
pwr,p_per_area,1190,nW/um^2
final_timing,period_needed,2930,ps
logic_synthesis,top_logic_kind,"simple AND/OR/NAND/NOR gates",
pwr,power_leakage,2.10,nW
floorplan,fp_util,0.310,
floorplan,num_io_pins,25,
logic_synthesis,ys_ff,146,
floorplan,die.size.y,114,um
detailed_routing,vias,2022,
cts,clockRootBuffer,"clkbuf_16",
global_routing,antenna_found_initial,0,
logic_synthesis,yosys_area,3750,um^2
logic_synthesis,edf_count,3,
floorplan,die_w,114,um
cts,hold_buffers,0,
worst_setup_path,cpPeakStageDelay,490,ps
floorplan,num_rows,40,
logic_synthesis,yosysTopAreaCell,"dfxtp_1",
logic_synthesis,ys_cells,262,
finish,layout.cells.non_filler,507,
logic_synthesis,ys.warnings.count,5,
worst_setup_path,cp_common_cell,"buf_4",
global_routing,grt.overflow.total,0,
final_timing,rsz0062_at_grt,"true",
logic_synthesis,postSynthSeqShare,0.796,
finish,drive_gt1_frac,0.263,
detailed_routing,viasPerCell,3.99,
detailed_routing,ant_nets,0,
cts,insertion_delay,400,ps
flow_run,drv_cap,0,
cts,cts_num_sinks,146,
worst_setup_path,crit_path_end_kind,"flop",
final_timing,setup_viol,1,
cts,cts_buffers,17,
final_timing,fin_ws,-28.4,ps
worst_setup_path,crit_chain,"clkdlybuf4s50_1 > nand4_1 > o41ai_2 > a221oi_1 > ha_1 > nand3b_1 > buf_4 > buf_4 > buf_4 > buf_4 > buf_4 > buf_4 > buf_4 > nand4_1 > o221a_2",
finish,lay_top_count,"dfxtp_1",
global_routing,grt_max_degree,19,
logic_synthesis,ys_types,44,
logic_synthesis,syn_area_per_cell,14.3,um^2
worst_setup_path,crit_type,"input pin to flop",
logic_synthesis,ys_sh_mux,0.0143,
final_timing,worstMarginPinSlew,633,ps
logic_synthesis,synth_area,3750,um^2
floorplan,core_area,12100,um^2
detailed_routing,drt-initial-drc-count,107,
global_routing,first_global_vias,2029,
detailed_routing,first_pass_iters,4,
placement,dpl.cell_count,465,
placement,place_ws,-792,ps
==> layer usage <==
layer	routed length [um]	part of all wire	global-route usage
met1	2950	0.54	0.146
met5	0	0	0
met4	113	0.021	0.0208
met2	2140	0.39	0.120
met3	295	0.054	0.0363
==> worst max-delay path, delay by kind of cell <==
kind	cells	cell delay, ps
adder cells (fa/ha/maj)	1	210
buffers and inverters	8	1370
AND/OR/NAND/NOR	3	420
AND-OR/OR-AND	3	600
==> through the flow <==
stage	instance area, um^2	util	power, mW	hold slack, ps
after floorplan	3770	-	3.28	284
after global placement	4310	0.356	3.50	312
after detailed placement	4310	0.356	3.52	312
after CTS	5020	0.414	5.99	323
after global routing	5040	0.416	6.29	327
final	5040	0.416	6.01	321
==> cells by family (layout without fill, tap and decap cells) <==
| family | Yosys count | count (layout) |
|---|---|---|
| flip-flops | 146 | 146 |
| AND/OR/NAND/NOR | 55 | 55 |
| AND-OR/OR-AND | 32 | 32 |
| multiplexers | 5 | 5 |
| buffers and inverters | 15 | 92 |
| adder cells (fa/ha/maj) | 6 | 6 |
| XOR/XNOR | 3 | 3 |
==> where the power goes <==
group | switching [mW] | internal (mW)
clock network | 0.783 | 1.51
registers | 0.230 | 2.79
logic | 0.291 | 0.401
total | 1.30 | 4.70
==> worst min-delay path by stage <==
| stage | from | endpoint | slack, ps | depth (start not counted) |
|---|---|---|---|---|
| 4_1_cts | ans[34][1]$_DFF_P_ | ans[35][1]$_DFF_P_ | 320 | 0 |
| 5_1_grt | ans[24][1]$_DFF_P_ | ans[25][1]$_DFF_P_ | 330 | 0 |
| 6_report | ans[24][1]$_DFF_P_ | ans[25][1]$_DFF_P_ | 320 | 0 |
==> Yosys cell counts (2+ instances only) <==
cell / count
a211oi_1: 4
a21oi_1: 8
a221oi_1: 2
and2_1: 6
and4_1: 4
clkbuf_1: 4
dfrtp_1: 7
dfxtp_1: 136
edfxtp_1: 3
ha_1: 5
inv_1: 11
mux2_2: 3
mux2i_1: 2
nand2_1: 4
nand2b_1: 5
nand3_1: 5
nand3b_1: 2
nand4_1: 7
nor2_1: 8
nor2b_1: 4
o21ai_0: 8
xor2_1: 2
==> sequential cells by signal, indices dropped and copies added, names as in the netlist <==
register / flops
cnt: 6
flag: 4
player: 3
pos: 12
in_valid_last: 1
ans: 120
==> layout make-up <==
cell class	instances	area, um^2
Sequential cell	146	2990
Clock inverter	12	178
Fill cell	1103	7070
Clock buffer	20	467
Multi-Input combinational cell	101	762
Timing Repair Buffer	49	387
Tap cell	168	210
Inverter	11	43.8
==> timing repair <==
action	in CTS	in global routing
pin swaps	14	9
resized	41	17
hold endpoints to repair	0	0
buffers inserted	8	2
endpoints found under the setup margin	5	5
Power is estimated from default activity; no workload was simulated.
